File: flow/design.v
`timescale 1ns / 1ps
module reciever
    #(parameter DBIT = 8,     
                SB_TICK = 16  
    )
    (
        input clk, reset_n,
        input rx, s_tick,
        output reg rx_done_tick,
        output [DBIT - 1:0] rx_dout
    );
    localparam  s0 = 0, s1 = 1,
                s2 = 2, s3 = 3;
    reg [1:0] state_reg, state_next;
    reg [3:0] s_reg, s_next;                 
    reg [$clog2(DBIT) - 1:0] n_reg, n_next;  
    reg [DBIT - 1:0] b_reg, b_next;          
    always @(posedge clk, negedge reset_n)
    begin
        if (~reset_n)
        begin
            state_reg <= s0;
            s_reg <= 0;
            n_reg <= 0;
            b_reg <= 0;
        end
        else
        begin
            state_reg <= state_next;
            s_reg <= s_next;
            n_reg <= n_next;
            b_reg <= b_next;
        end
    end
    always @(*)
    begin
        state_next = state_reg;
        s_next = s_reg;
        n_next = n_reg;
        b_next = b_reg;
        rx_done_tick = 1'b0;
        case (state_reg)
            s0:                
                if (~rx)
                begin
                    s_next = 0;
                    state_next = s1;                        
                end                 
            s1:                
                if (s_tick)
                    if (s_reg == 7)
                    begin
                        s_next = 0;
                        n_next = 0;
                        state_next = s2;
                    end
                    else                        
                        s_next = s_reg + 1;                                                                   
            s2:
                if (s_tick)
                    if(s_reg == 15)
                    begin
                        s_next = 0;
                        b_next = {rx, b_reg[DBIT - 1:1]};  
                        if (n_reg == (DBIT - 1))
                            state_next = s3;
                        else
                            n_next = n_reg + 1;
                    end
                    else
                        s_next = s_reg + 1;
            s3:
                if (s_tick)
                    if(s_reg == (SB_TICK - 1))
                    begin
                        rx_done_tick = 1'b1;
                        state_next = s0;
                    end
                    else
                        s_next = s_reg + 1;
            default:
                state_next = s0;
        endcase
    end
    assign rx_dout = b_reg;
endmodule
File: flow/run.sh
#!/bin/bash
# OpenROAD 26Q1-2900-gdf79404cd8, Yosys 0.63+post, stock flow scripts
make -C /OpenROAD-flow-scripts/flow DESIGN_CONFIG=/design/flow/config.mk WORK_HOME=/design/flow/orfs finish
File: flow/config.mk
export PLATFORM = sky130hd
export DESIGN_NAME = reciever
export DESIGN_NICKNAME = reciever
export VERILOG_FILES = /design/flow/design.v
export SDC_FILE = /design/flow/constraint.sdc
export NUM_CORES = 4
export LEC_CHECK = 1
export CORE_AREA = 10 10 83 83
export DIE_AREA = 0 0 93 93
File: flow/constraint.sdc
current_design reciever

set clk_period 2.7
set clk_io_pct 0.2

create_clock -name clk0 -period $clk_period [get_ports {clk}]

set non_clock_inputs [all_inputs -no_clocks]
set_input_delay [expr $clk_period * $clk_io_pct] -clock clk0 $non_clock_inputs
set_output_delay [expr $clk_period * $clk_io_pct] -clock clk0 [all_outputs]
==> results.json <==
{
  "r2r_cells": 5,
  "cp-start-kind": "input pin",
  "grt_usage_pct": 4.00,
  "path_class": "input pin to output pin",
  "syn_inst": 83,
  "synth_cell_types": 27,
  "vdd_drop_max_mv": 0.421,
  "fmax_mhz": 423,
  "root_buffer": "clkbuf_8",
  "hold_slack_ns": 0.509,
  "ys_cells": 83,
  "wl_per_cell_um": 10.1,
  "xor_share_pct": 0,
  "outcome": "finished clean",
  "fp-row-count": 26,
  "drtPass1Iterations": 5,
  "cts_setup_buffers": 0,
  "cts_htree_levels": 1,
  "crit_arrival_ns": 1.83,
  "yosys_warnings": 1,
  "required_ns": 2.16,
  "max_cap_viol_count": 0,
  "common_cells": "dfrtp_1 (18), nand2_1 (11), mux2_2 (9)",
  "reg2reg_to": "b_reg[0]",
  "nFillCells": 572,
  "cts.repair.resized": 0,
  "die_w_um": 93,
  "ys_ff": 19,
  "vias": 666,
  "mux_share_pct": 13.9,
  "r2r-start": "s_reg[0]",
  "cp-endpoint": "rx_done_tick",
  "maxSlewViolCount": 0,
  "endpoint_kind": "output pin",
  "diodes": 0,
  "startpoint": "s_tick",
  "syn_avg_cell_area_sq_um": 11.4,
  "synth-compound-area-share_pct": 14.6,
  "drc": 0,
  "cts_buffers": 3,
  "cts_num_sinks": 19,
  "finalCritPeriodShare_pct": 87.6,
  "io-pin-count": 13,
  "grt_pass1_wl_mm": 3.04,
  "ys.flop_type": "dfrtp_1",
  "die_area_sq_um": 8650,
  "largest_reg_flops": 8,
  "core-area_sq_um": 5140,
  "synth_area_sq_um": 942,
  "synth.logic.top_family": "AND-OR/OR-AND gates",
  "r2r_setup_slack_ns": 0.74,
  "setup_viol": 0,
  "die_h_um": 93,
  "ant_nets": 0,
  "path_clk_slew_ns": 0.06,
  "fp_util_pct": 18.3,
  "port_buffers": 12,
  "hold_path.class": "flop to flop",
  "post-synth-top-area-fraction_pct": 47.8,
  "area_leaders": "dfrtp_1 (48%), mux2_2 (11%), nand2_1 (4.4%)",
  "grt.overflow.total": 0,
  "ys_sh_simple_pct": 12.7,
  "first_iter_violations": 15,
  "flop_area_sq_um": 477,
  "antenna_found_initial": 0,
  "top_area_cell": "dfrtp_1",
  "synth-edff-count": 0,
  "ys_seq_share_pct": 50.6,
  "clk_latency_ns": 0.25,
  "warning_count": 25,
  "tns_ns": 0,
  "crit_fanout": 5,
  "clock-skew-final_ns": 0.00522,
  "top_cell": "dfrtp_1",
  "dp.final_hpwl_mm": 1.29,
  "hold_buffers": 0,
  "syn_to_final_growth_pct": 26.3,
  "slew_headroom_pct": 45.3,
  "drt-total-wl_mm": 1.68,
  "grt_max_degree": 20,
  "rsz0062_at_grt": "false",
  "cts_tree": "done",
  "ys_async_sr_fraction_pct": 100,
  "viasPerCell": 3.99,
  "gp_congestion": 0.842,
  "comb_area_sq_um": 427,
  "grt_pass1_vias": 664,
  "worstMarginPinSlew_ns": 0.818,
  "fa_ha_area_share_pct": 3.98,
  "final.min_clock_period_ns": 2.37,
  "clockBufferDepth": 2,
  "hold_viol": 0,
  "power.leakage_uw": 0.000480,
  "ys_chip_area_sq_um": 942,
  "drive_gt1_share_pct": 18.6,
  "power-per-cell-area_nw_per_um2": 852
}
layout by cell type, fill, tap and decap left out, types with 3 or more instances in the layout:
master / n
o21ai_0: 6
clkbuf_8: 3
dfrtp_1: 18
mux2i_1: 3
inv_1: 5
nand2_1: 11
mux2_2: 9
clkdlybuf4s50_1: 12
ha_1: 3
nand3_1: 3
worst min-delay path by stage:
stage / depth (start not counted) / start / to / slack, ns
finish: 1 / b_reg[0] / b_reg[0] / 0.51
global route: 1 / b_reg[0] / b_reg[0] / 0.52
CTS: 1 / b_reg[0] / b_reg[0] / 0.52
power by group:
part | leakage [uW] | switching, uW | internal, uW
Sequential | 0.000225 | 109 | 392
Clock | 0.0000228 | 85.7 | 105
Combinational | 0.000232 | 100 | 223
metrics by stage:
stage	total power (uW)	worst slack, ns	area [sq um]	util (%)	std cells
after floorplan	660	0.771	942	-	83
after global placement	824	0.307	1140	22.3	163
after detailed placement	838	0.335	1140	22.3	163
after CTS	1030	0.319	1190	23.2	167
after global routing	1100	0.252	1190	23.2	167
final	1010	0.334	1190	23.2	167
critical path, cell delays in order:
cell             delay, ns
clkdlybuf4s50_1       0.52
nand4_4               0.16
nor2_1                0.13
clkdlybuf4s50_1       0.48
final cells by class:
class	count	share of cell area, %
Multi-Input combinational cell	55	35.9
Inverter	5	1.58
Sequential cell	19	40.1
Tap cell	70	7.36
Clock buffer	4	3.79
Timing Repair Buffer	14	11.4
cells by family (layout without fill, tap and decap cells):
group / Yosys count / in the layout
flops: 19 / 19
mux: 12 / 12
compound gates: 17 / 17
buf+inv: 9 / 23
fa+ha+maj: 3 / 3
simple gates: 23 / 23
per-layer routing:
metal,vias up,track usage [%],share of wire (%)
met3,0,1.37,8.0
li1,329,-,-
met5,-,0,0
met2,16,6.07,45
met4,0,0.643,0
met1,321,5.50,47
Power figures rest on the tool's default switching activity, not on a simulated workload.
