--- run.sh ---
#!/bin/bash
# OpenROAD 26Q1-2900-gdf79404cd8, Yosys 0.63+post, stock flow scripts
make -C /OpenROAD-flow-scripts/flow DESIGN_CONFIG=/design/flow/config.mk WORK_HOME=/design/flow/orfs finish
--- config.mk ---
export PLATFORM = sky130hd
export DESIGN_NAME = fifo
export DESIGN_NICKNAME = fifo
export VERILOG_FILES = /design/flow/design.v
export SDC_FILE = /design/flow/constraint.sdc
export NUM_CORES = 4
export LEC_CHECK = 1
export CORE_UTILIZATION = 30
--- constraint.sdc ---
current_design fifo

set clk_period 2.4
set clk_io_pct 0.2

create_clock -name clk0 -period $clk_period [get_ports {clk}]

set non_clock_inputs [all_inputs -no_clocks]
set_input_delay [expr $clk_period * $clk_io_pct] -clock clk0 $non_clock_inputs
set_output_delay [expr $clk_period * $clk_io_pct] -clock clk0 [all_outputs]
--- design.v ---
`timescale 1ns / 1ps
module fifo #(
    parameter DATA_WIDTH = 8,  
    parameter FIFO_DEPTH = 7  
)(
    input wire clk,  
    input wire reset,  
    input wire wr_en,  
    input wire rd_en,  
    input wire [DATA_WIDTH-1:0] wr_data,  
    output reg [DATA_WIDTH-1:0] rd_data,  
    output wire fifo_full,  
    output wire fifo_empty  
);
localparam ADDR_WIDTH = $clog2(FIFO_DEPTH);
reg [DATA_WIDTH-1:0] memory [0:FIFO_DEPTH-1];
reg [ADDR_WIDTH-1:0] wr_ptr, rd_ptr;
reg [ADDR_WIDTH :0] fifo_count;
assign fifo_full = (fifo_count == FIFO_DEPTH);
assign fifo_empty = (fifo_count == 0);
  always @(posedge clk or negedge reset) begin
    if (~reset) begin
        wr_ptr <= 0;
        rd_ptr <= 0;
        fifo_count <= 0;
    end
    else begin
      if(!fifo_empty)
        begin
          rd_data = memory[rd_ptr];
          if(rd_en)
            begin
             rd_ptr = (rd_ptr + 1) % FIFO_DEPTH;
             fifo_count = fifo_count - 1;
            end
        end
        if (wr_en && !fifo_full) begin
          memory[wr_ptr] = wr_data;
            wr_ptr = (wr_ptr + 1) % FIFO_DEPTH;
            fifo_count = fifo_count + 1;
        end
        end
    end
endmodule
==> results.tsv <==
stage	metric	value	unit
placed_design	GP Congestion	0.818	
power	net switching power	1.48	mW
timing	unrepaired setup endpoints after global routing	no	
power	Int Pwr	3.03	mW
timing	Final Setup Violations	0	
detailed_routing	final wirelength	6090	um
floorplan	Floorplan Utilization	0.312	
clock_tree	Clk pin slew, worst setup/hold paths	0.08	ns
timing	Pins Over Slew Limit	0	
flow_run	tool warnings	35	
clock_tree	CTS tree	yes	
final_layout	Fill cells	960	
floorplan	chip area	11200	um^2
worst_setup_path	type of origin of the critical path	flop	
worst_setup_path	Setup crit start	fifo_count[0]	
worst_setup_path	Crit Path Category	reg -> out	
worst_setup_path	Worst EP required	1.92	ns
floorplan	total core area	10400	um^2
detailed_routing	vias per inst	4.64	
detailed_routing	diodes inserted	0	
worst_setup_path	crit path capture	fifo_full	
timing	Clock Skew	0.00811	ns
floorplan	I/O pin count	22	
clock_tree	root buffer cell	clkbuf_8	
synthesis	Chip Area, Yosys	3250	um^2
floorplan	Rows	37	
detailed_routing	First-pass DRT Iterations	5	
worst_setup_path	Crit Reg-Reg Endpoint	rd_ptr[2]	
power	Clk pwr share	0.205	
clock_tree	clk latency late pin	0.34	ns
worst_setup_path	r2r startpoint	rd_ptr[0]	
global_route	vias in the first global route	1974	
clock_tree	CTS hold repair buffers	0	
worst_hold_path	worst min path class	in -> async	
detailed_routing	Routed wire per std cell	15.0	um
status	outcome	complete, no violations	
power	sequential share of power	0.398	
synthesis	Yosys Warn Count	2	
synthesis	post-synth top area cell	edfxtp_1	
detailed_routing	drt drc	0	
floorplan	DIE WIDTH	106	um
detailed_routing	initial DRC count	114	
final_layout	Gate Area	1020	um^2
worst_setup_path	Critical Path Fanout Max	6	
worst_setup_path	Worst R2R Path Depth	9	
synthesis	Yosys top cell area share	0.592	
worst_setup_path	Worst Path Arrival	1.81	ns
final_layout	layout cells sized above 1	0.197	
global_route	total gr overflow	0	
power	total power	4.51	mW
synthesis	post-synthesis sequential area ratio	0.669	
synthesis	Synth Instances	220	
placed_design	Placement Cell Area	3720	um^2
placed_design	HPWL after DPL	4120	um
global_route	largest net degree at the start of global routing	20	
placed_design	PortBufs	21	
timing	fin crit period	2.29	ns
global_route	first-pass GRT wire length	9690	um
synthesis	synth top area cells	edfxtp_1 (59%), dfrtp_1 (7.7%), ha_1 (7.3%)	
floorplan	Die Height	106	um
flow_run	# Max-Cap Violations	0	
timing	worst-margin pin slew	0.683	ns
timing	setup TNS	0	ns
clock_tree	TritonCTS Buffers	9	
clock_tree	# clock sinks	74	
timing	Slew headroom	0.541	
detailed_routing	via count	1880	
final_layout	most instantiated logic cells after routing	edfxtp_1 (64), nand2_1 (21), clkdlybuf4s50_1 (21), buf_4 (19), ha_1 (17)	
power	power density over the cells	1140	nW/um^2
power	part of the power in combinational logic	0.396	
worst_setup_path	r2r setup slk	0.12	ns
final_layout	Area growth, synth to finish	21.8	%
power	Worst VDD drop	0.350	mV
power	sw frac	0.329	
global_route	initial antenna violation count	0	
synthesis	Netlist Area Pre-Place	3250	um^2
timing	Hold Vio Cnt, Final	0	
timing	cycle use final	0.956	
worst_setup_path	critical path capture point type	primary output	
global_route	total track usage	0.119	
final_layout	Commonest Layout Cell	edfxtp_1	
final_layout	Sequential cell area	2170	um^2
clock_tree	H-tree Lvls	3	
detailed_routing	post-route ant nets	0	
synthesis	# Cells Yosys	220	
synthesis	Syn Area/Cell	14.8	um^2
synthesis	Yosys reg bits	74	
power	Leakage	1.43	nW
clock_tree	clk buf depth	2	
synthesis	Unique cell types	38	
timing	Max Freq	436	MHz
final_layout	Design Area, Final	3950	um^2
## how the worst min path moves through the flow
| stage | slack [ns] | startpoint | cells after the start | endpoint |
|---|---|---|---|---|
| after global routing | 0.39 | reset | 1 | rd_ptr[0] |
| final | 0.40 | reset | 1 | rd_ptr[0] |
| after CTS | 0.39 | reset | 1 | rd_ptr[0] |
## metrics by stage
stage	hold slack (ns)	utilization	std cells	setup WS, ns
2_1_floorplan	0.184	-	220	0.0438
3_3_place_gp	0.500	0.357	388	0.0687
3_5_place_dp	0.498	0.357	388	0.0111
4_1_cts	0.390	0.377	405	0.0436
5_1_grt	0.391	0.380	405	0.00487
6_report	0.396	0.380	405	0.105
## state kept, by name (all words and copies together), names as in the netlist
signal      count
memory         56
rd_data         8
fifo_count      4
rd_ptr          3
wr_ptr          3
## cell usage after synthesis
cell / number
dfrtp_1: 10
or4b_2: 1
a211oi_2: 1
or2_2: 2
nor3b_1: 1
mux2_2: 8
nand2_1: 21
buf_4: 1
and2b_2: 1
nand4bb_1: 1
o211ai_1: 3
inv_1: 11
ha_1: 19
nor4_2: 1
nor2b_1: 2
a222oi_1: 6
mux2i_1: 1
a31oi_1: 1
xor2_1: 1
nor3b_2: 1
a221oi_1: 6
edfxtp_1: 64
a21oi_1: 7
nand3_1: 3
nor3_1: 1
a221o_1: 2
nor2_1: 2
xnor2_1: 8
nand2b_1: 2
and3_1: 4
a22oi_1: 4
or3_1: 1
a41oi_1: 1
o21ai_0: 7
o31ai_1: 1
clkbuf_1: 5
buf_6: 1
and2_1: 8
## logic make-up (layout without fill, tap and decap cells)
group	Yosys count	count (layout)	synth area share
compound gates	39	39	0.0894
xor+xnor	9	9	0.0243
fa+ha+maj	19	19	0.0732
buf+inv	18	67	0.0243
flops	74	74	0.669
mux	9	9	0.0308
simple gates	52	52	0.0887
## worst max-delay path, cell delays in order, from the launching register on
cell and delay [ns]:
dfrtp_1 0.45, ha_1 0.17, nand2_1 0.04, or2_2 0.31, inv_1 0.06, clkdlybuf4s50_1 0.44
## routing by layer
layer / global-route usage / up-vias / routed length, um / part of all wire
li1: - / 924 / - / -
met1: 0.152 / 876 / 2560 / 0.42
met2: 0.184 / 72 / 2850 / 0.47
met3: 0.0669 / 8 / 597 / 0.098
met4: 0.0188 / 0 / 88 / 0.014
met5: 0 / - / 0 / 0
## power by group through the flow
stage                 clock, mW  sequential, mW  combinational, mW
final                     0.927            1.80               1.79
after CTS                 0.947            1.80               1.75
after global routing      0.996            1.83               2.02
## cell type report
cell class,instances,share of cell area
sequential,74,0.549
timing repair buffer,40,0.0892
multi-input combinational,128,0.259
inverter,11,0.0104
tap,136,0.0430
clock buffer,9,0.0313
clock inverter,7,0.0174
## timing repair
action                                  4_1_cts  5_1_grt
gates resized                                 0        7
endpoints found under the setup margin        1        4
setup buffers                                 1        0
pin swaps                                     0        3
Power is estimated from default activity; no workload was simulated.
