**run.sh**
```bash
#!/bin/bash
# OpenROAD 26Q1-2900-gdf79404cd8, Yosys 0.63+post, stock flow scripts
make -C /OpenROAD-flow-scripts/flow DESIGN_CONFIG=/design/flow/config.mk WORK_HOME=/design/flow/orfs finish
```
**config.mk**
```make
export PLATFORM = sky130hd
export DESIGN_NAME = transmitter
export DESIGN_NICKNAME = transmitter
export VERILOG_FILES = /design/flow/design.v
export SDC_FILE = /design/flow/constraint.sdc
export NUM_CORES = 4
export LEC_CHECK = 1
export CORE_AREA = 10 10 87 87
export DIE_AREA = 0 0 97 97
```
**constraint.sdc**
```tcl
current_design transmitter

set clk_period 5.7
set clk_io_pct 0.2

create_clock -name clk0 -period $clk_period [get_ports {clk}]

set non_clock_inputs [all_inputs -no_clocks]
set_input_delay [expr $clk_period * $clk_io_pct] -clock clk0 $non_clock_inputs
set_output_delay [expr $clk_period * $clk_io_pct] -clock clk0 [all_outputs]
```
**design.v**
```verilog
`timescale 1ns / 1ps
module transmitter
    #(parameter DBIT = 8,     
                SB_TICK = 16  
    )
    (
        input clk, reset_n,
        input tx_start, s_tick,        
        input [DBIT - 1:0] tx_din,
        output reg tx_done_tick,
        output tx
    );
    localparam  s0 = 0, s1 = 1,
                s2 = 2, s3 = 3;
    reg [1:0] state_reg, state_next;
    reg [3:0] s_reg, s_next;                 
    reg [$clog2(DBIT) - 1:0] n_reg, n_next;  
    reg [DBIT - 1:0] b_reg, b_next;          
    reg tx_reg, tx_next;                     
    always @(posedge clk, negedge reset_n)
    begin
        if (~reset_n)
        begin
            state_reg <= s0;
            s_reg <= 0;
            n_reg <= 0;
            b_reg <= 0;
            tx_reg <= 1'b1;
        end
        else
        begin
            state_reg <= state_next;
            s_reg <= s_next;
            n_reg <= n_next;
            b_reg <= b_next;
            tx_reg <= tx_next;
        end
    end
    always @(*)
    begin
        state_next = state_reg;
        s_next = s_reg;
        n_next = n_reg;
        b_next = b_reg;
        tx_done_tick = 1'b0;
        case (state_reg)
            s0:   
            begin    
                tx_next = 1'b1;         
                if (tx_start)
                begin
                    s_next = 0;
                    b_next = tx_din;
                    state_next = s1;                        
                end
            end                 
            s1:    
            begin
                tx_next = 1'b0;            
                if (s_tick)
                    if (s_reg == 15)
                    begin
                        s_next = 0;
                        n_next = 0;
                        state_next = s2;
                    end
                    else                        
                        s_next = s_reg + 1;
            end                                                                                       
            s2:
            begin
                tx_next = b_reg[0];
                if (s_tick)
                    if(s_reg == 15)
                    begin
                        s_next = 0;
                        b_next = {1'b0, b_reg[DBIT - 1:1]};  
                        if (n_reg == (DBIT - 1))
                            state_next = s3;
                        else
                            n_next = n_reg + 1;
                    end
                    else
                        s_next = s_reg + 1;
            end
            s3:
            begin
                tx_next = 1'b1;
                if (s_tick)
                    if(s_reg == (SB_TICK - 1))
                    begin
                        tx_done_tick = 1'b1;
                        state_next = s0;
                    end
                    else
                        s_next = s_reg + 1;                        
            end
            default:
                state_next = s0;
        endcase
    end
    assign tx = tx_reg;
endmodule
```
==> impl_metrics.toml <==
# synthesis and place-and-route metrics
[final_timing]
clock-skew-final_ns = 0.00266
max_clock_freq_mhz = 289
maxSlewViolCount = 0
post-route-period-util = 0.608
max_slew_margin = 0.639
fin_setup_tns_ns = 0
grt_setup_unrepaired = "false"
final-setup-viol-count = 0
worstMarginPinSlew_ns = 0.539
timing.final.hold_violations = 0
hold_slack_ns = 0.509
final.min_clock_period_ns = 3.47

[setup_path]
worst_path_cell_trace = "clkdlybuf4s50_1, inv_1, nor2_1, clkdlybuf4s50_1"
critical_path.endpoint_type = "output pin"
worstPathMaxFanout = 5
critical_path_arrival_ns = 2.33
path_common_cell = "clkdlybuf4s50_1"
slowest_delay_ns = 0.55
timing.critical_path.from_type = "input port"
required_arrival_time_at_the_worst_endpoint_ns = 4.56
type_of_the_worst_setup_path = "input port to output pin"
standard_cell_with_the_maximum_stage_delay_on_the_critical_path = "clkdlybuf4s50_1"

[place]
placed_cells = 186
routabilityCongestion = 0.754
port-buffer-count = 13
place_hpwl_um = 1690

[grt]
grt_max_degree = 21
overall_overflow_remaining_after_global_route = 0
grt_antenna_before_repair = 0
vias_in_the_first_global_route = 794
grt_pass1_wl_um = 3970
grt_util_all_layers = 0.0485

[detailed_routing]
vias = 801
drt-pass1-iter-count = 4
ant_nets = 0
drt_iter0_drc = 32
detail_route.antenna_diodes = 0
drt-vias-per-instance = 4.22
detailed_route_wire_length_um = 2330
wl_per_cell_um = 12.2
drc = 0

[synth]
post_synth_fa_ha_maj_area_fraction = 0.0367
netlist_area_um2 = 1020
post_synth_main_logic_family = "AND-OR/OR-AND gates"
synth.yosys.warnings = 1
synth_cell_type_count = 32
yosysChipArea_um2 = 1020
synth-cells-yosys = 103
syn_inst = 103
synth-seq-cells = 20
synth.cellmix.xorXnorShare = 0
synthesis.area_per_instance_um2 = 9.92
synth_seq_share = 0.492
yosys.area_share.simple = 0.168
yosys.area_share.aoi = 0.252
yosys-mux-area-fraction = 0.00979

[clock_network]
clock_insertion_delay_at_the_later_pin_of_the_skew_report_ns = 0.26
cts_tree = "yes"
cts_htree_levels = 1
cts_inserted_buffers = 3
cts.root.buffer_cell = "clkbuf_8"
clkTransAtPathRegs_ns = 0.08
post_cts_resize_count = 0
cts_sinks = 20
cts.repair_timing.setup_buffer_count = 0
cts-hold-fix-buffers = 0
cts_max_path_buffers = 2

[die]
io-pin-count = 14
die_span_x_um = 97
die_height_um = 97
fp_util = 0.181
chipArea_um2 = 9410
placement_rows = 27
placeableCoreArea_um2 = 5640

[pwr]
power_leakage_uw = 0.000540
worst_ir_drop_on_vdd_v = 0.000141
pwr_density_cell_nw_per_um2 = 513

[cells_and_area]
largest_register_ff_count = 8
stdcell_count = 190
layout_top_cells_excl_fill_tap = "dfrtp_1, o22ai_1, clkdlybuf4s50_1"
post_route_cells_drive_above_1_share = 0.102
most_common_library_cell_in_the_layout_ignoring_fill_and_taps = "dfrtp_1"
final_core_util = 0.230
synthToLayoutAreaGrowth_pct = 26.9

[flow_run]
tool_warning_count = 25
max_cap_violations = 0

[hold_path]
min-delay-path-class = "flop to flop"

[outcome]
outcome = "finished clean"
cell usage after synthesis:
master	number	area, um^2
a21boi_1	1	7.51
a21o_1	2	15.0
a21oi_1	8	40.0
a22oi_1	2	15.0
a2bb2oi_1	1	8.76
a41o_1	1	10.0
and3_4	1	11.3
and4_1	1	8.76
buf_2	1	5.00
buf_4	1	7.51
buf_6	1	11.3
dfrtp_1	18	450
dfstp_2	2	52.6
ha_1	3	37.5
inv_1	5	18.8
mux2i_1	1	10.0
nand2_1	12	45.0
nand2b_1	2	12.5
nand3_1	3	15.0
nand3_2	1	10.0
nand4_1	2	12.5
nor2_1	4	15.0
nor2b_1	1	6.26
nor3_1	3	15.0
nor3_2	2	20.0
o211ai_2	1	12.5
o21a_1	1	7.51
o21ai_0	1	5.00
o21ai_1	4	20.0
o22ai_1	13	81.3
o2bb2ai_1	3	26.3
o41ai_1	1	8.76
cell families after synthesis:
logic type / after synthesis
muxes: 1
buffers and inverters: 8
DFF: 20
AOI/OAI and AO/OA: 39
and+or+nand+nor: 32
adders and majority gates: 3
area by class of cell:
cell class / instances / area [um^2]
sequential: 20 / 503
fill: 602 / 4340
clock buffer: 3 / 41.3
tap: 72 / 90.1
multi-input combinational: 75 / 477
clock inverter: 1 / 30.0
timing repair buffer: 14 / 138
inverter: 5 / 18.8
metal layers:
layer | part of all wire | global-route usage | up-vias
li1 | - | - | 418
met1 | 0.51 | 0.0663 | 371
met2 | 0.43 | 0.0746 | 10
met3 | 0.051 | 0.0179 | 2
met4 | 0.0043 | 0.00338 | 0
met5 | 0 | 0 | -
stage by stage:
step / setup WS [ns] / total power, uW / instance area, um^2
final: 2.23 / 666 / 1300
after CTS: 2.22 / 670 / 1300
after global routing: 2.13 / 723 / 1300
after detailed placement: 2.21 / 523 / 1230
after floorplan: 3.34 / 459 / 1020
after global placement: 2.24 / 519 / 1230
worst paths after layout:
path | start | end | slack [ns] | depth (start not counted)
worst min register to register | b_reg[3] | b_reg[3] | 0.51 | 1
worst max register to register | s_reg[0] | b_reg[1] | 4.00 | 5
worst max-delay path | s_tick | tx_done_tick | 2.23 | 4
worst min-delay path | b_reg[3] | b_reg[3] | 0.51 | 1
min in group asynchronous | reset_n | s_reg[2] | 1.23 | 2
max in group asynchronous | reset_n | tx_reg | 4.20 | 2
critical path: cells and delay by family:
family                 cells  cell delay (ns)
buffers and inverters      3             1.09
and+or+nand+nor            1             0.10
power by group:
part           leakage, uW  internal [uW]  switching, uW
combinational     0.000273            123            126
clock            0.0000357           93.7           48.8
sequential        0.000232            207           66.7
No activity file was given, so power comes from the tool's default toggle rates.
